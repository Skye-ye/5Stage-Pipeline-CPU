===== design/flow/run.sh =====
#!/bin/bash
# OpenROAD 26Q1-2900-gdf79404cd8, Yosys 0.63+post, stock flow scripts
make -C /OpenROAD-flow-scripts/flow DESIGN_CONFIG=/design/flow/config.mk WORK_HOME=/design/flow/orfs finish

===== design/flow/config.mk =====
export PLATFORM = sky130hd
export DESIGN_NAME = MIO_BUS
export DESIGN_NICKNAME = MIO_BUS
export VERILOG_FILES = /design/flow/design.v
export SDC_FILE = /design/flow/constraint.sdc
export NUM_CORES = 4
export LEC_CHECK = 1
export CORE_AREA = 10 10 108 108
export DIE_AREA = 0 0 118 118

===== design/flow/constraint.sdc =====
current_design MIO_BUS

set clk_period 10.3
set clk_io_pct 0.2

create_clock -name clk0 -period $clk_period

set non_clock_inputs [all_inputs -no_clocks]
set_input_delay [expr $clk_period * $clk_io_pct] -clock clk0 $non_clock_inputs
set_output_delay [expr $clk_period * $clk_io_pct] -clock clk0 [all_outputs]

===== design/flow/design.v =====
`timescale 1ns / 1ps
module MIO_BUS(
    input  wire        mem_w,           
    input  wire [15:0] sw_i,            
    input  wire [31:0] cpu_data_out,    
    input  wire [31:0] cpu_data_addr,   
    input  wire [31:0] ram_data_out,    
    input  wire [2:0]  cpu_DMType,      
    output reg  [31:0] cpu_data_in,     
    output reg  [31:0] ram_data_in,     
    output reg  [31:0] ram_addr,        
    output reg  [2:0]  DMType,          
    output reg  [31:0] cpuseg7_data,    
    output reg         ram_we,          
    output reg         seg7_we,         
    output reg         uart_we,         
    output reg         uart_clear,      
    output reg  [7:0]  uart_data_in     
);
    always @(*) begin
        ram_addr     = 32'h0;
        ram_data_in = 32'h0;
        cpuseg7_data = 32'h0;
        cpu_data_in = 32'h0;
        seg7_we      = 1'b0;
        ram_we       = 1'b0;
        uart_we      = 1'b0;
        uart_clear   = 1'b0;
        uart_data_in = 8'h0;
        DMType       = 3'b0;
        case (cpu_data_addr[31:0])
            32'h0000F004: begin
                uart_we = mem_w;
                uart_data_in = cpu_data_out[7:0];
            end
            32'h0000F00C: begin
                uart_we = mem_w;
                uart_clear = cpu_data_out[0];
            end
            32'hFFFF0004: begin
                cpu_data_in = {16'h0000, sw_i};
            end
            32'hFFFF000C: begin
                cpuseg7_data = cpu_data_out;
                seg7_we      = mem_w;
            end
            default: begin
                ram_addr     = cpu_data_addr;   
                ram_data_in  = cpu_data_out;
                ram_we       = mem_w;
                DMType       = cpu_DMType;
                cpu_data_in  = ram_data_out;
            end
        endcase
    end
endmodule

==> impl_metrics.ini <==
; implementation run metrics
[logic_synthesis]
ys_types = 21
synthTopCellsByCount = and2_1 (114), clkbuf_1 (17), a22o_1 (15), nand4_1 (4), nor4_1 (4)
ys_cells = 179
yosys_area_um2 = 1230
ys_warn_count = 1
netlist_area_um2 = 1230
synth_top_cell_by_count = and2_1
top_area_share_pct = 57.8
seq_area_frac_synth_pct = 0
syn_inst = 179
syn_avg_cell_area_um2 = 6.89
area_leaders = and2_1 (58%), a22o_1 (11%), clkbuf_1 (5.2%), nor4_4 (3.4%), buf_6 (2.7%)
synth_area_leader_cell = and2_1

[sta]
hold_viol = 0
slew_viol_final = 0
fin_tns_setup_ns = 0
min_period_ns = 6.74
period_used_pct = 65.5
hold_ws_ns = 4.96
worst_pin_slew_ns = 0.616
slew_headroom_pct = 58.8
rsz0062_at_grt = no
setup_viol = 0
fmax_mhz = 148

[floorplan]
core-area_um2 = 9280
ioPinCount = 259
initCoreUtil_pct = 13.3
die_h_um = 118
die_w_um = 118
std_cell_rows = 35
dieArea_um2 = 13900

[grt]
overflow = 0
grt_pass1_vias = 2249
grt_start_max_net_pins = 61
antenna_found_initial = 0
track_usage_pct = 12.3
grt_pass1_wl_um = 13800

[final_layout]
stdcell_count = 545
clockBufferCount = 0
nFlopsAndLatches = 0
nFillCells = 963
comb_area_um2 = 1100
synthToLayoutAreaGrowth_pct = 213
final_core_util_pct = 41.7
seq_area_um2 = 0
finalInstanceArea_um2 = 3870
drive_above_1_share_pct = 2.16

[placement]
place_area_um2 = 3870
hpwl_um = 8380
place_congestion = 0.878
io_buffers = 259
dp.cells = 545

[detailed_routing]
dr_wl_met3_um = 1000
via_per_inst = 3.91
routed_wl_um = 9420
ant_nets = 0
highest_layer = met3
antenna_cells = 0
drc = 0
drt-met1-wl_um = 3610
wl_per_cell_um = 17.3
firstDrtPassIters = 3
num_vias = 2129
drt_iter0_drc = 47
wl_met2_um = 4810

[critical_path]
start_kind = primary input
timing.critical_path.to_type = output port
crit_type = primary input to output port
crit_required_ns = 8.24
crit_path_max_fanout = 60
cp.arrival_ns = 4.68

[min_path]
hold_path_class = primary input to output port
hold_path_depth = 2
holdCritStartpoint = cpu_data_addr[1]
holdPathEnd = ram_addr[1]

[pwr]
p_seq_share_pct = 0
p_sw_w = 0.0000199
combinationalPowerShare_pct = 100.0
p_clk_share_pct = 0
ir_worst_vdd_v = 0.0000126
internal-power_w = 0.0000809
p_sw_share_pct = 19.8
powerDensity_nw_per_um2 = 26.1
p_leak_nw = 1.43

[clocking]
cts_setup_buffers = 0
cts_hold_buf = 0
ctsResizeCount = 0

[flow_run]
warning_count = 32
max-cap-violations = 0

[outcome]
status = finished, final reports clean
power groups by stage:
stage         sequential, W  clock, W  combinational [W]
global route              0         0           0.000109
CTS                       0         0           0.000103
finish                    0         0           0.000101
worst max path at each step:
stage	from	to	slack, ns	cells past startpoint
final	cpu_data_addr[13]	DMType[0]	3.56	8
after CTS	cpu_data_addr[21]	DMType[0]	3.51	8
after global routing	cpu_data_addr[0]	cpu_data_in[3]	3.34	8
cells in the final DEF (no fill, tap or decap), types with 2 or more instances in the layout:
| cell | n |
|---|---|
| a22o_1 | 15 |
| and2_1 | 114 |
| and3_1 | 2 |
| and3b_1 | 2 |
| and4_1 | 2 |
| buf_4 | 2 |
| clkdlybuf4s50_1 | 259 |
| nand4_1 | 4 |
| nor4_1 | 4 |
| nor4_4 | 2 |
| nor4b_2 | 2 |
cell type report:
class | instances | share of cell area [%]
Timing Repair Buffer | 261 | 67.4
Multi-Input combinational cell | 155 | 28.4
Tap cell | 129 | 4.17
metal layers:
| metal | up-vias | GRT usage [%] |
|---|---|---|
| li1 | 1067 | - |
| met5 | - | 0 |
| met1 | 938 | 13.5 |
| met4 | 0 | 0 |
| met2 | 124 | 22.7 |
| met3 | 0 | 5.25 |
cell families (layout without fill, tap and decap cells):
| logic type | after synthesis | after routing | synth area share, % |
|---|---|---|---|
| AOI/OAI and AO/OA | 17 | 17 | 13.4 |
| buffers and inverters | 24 | 261 | 11.0 |
| and+or+nand+nor | 138 | 138 | 75.7 |
critical path: stages:
cell and delay [ns]:
clkdlybuf4s50_1 0.53, nor4b_2 0.07, nand4_1 0.14, nor4_4 0.07, o21ai_4 0.52, buf_4 0.54, and2_1 0.19, clkdlybuf4s50_1 0.52
metrics by stage:
stage                     worst slack [ns]  total power [W]
after floorplan                       4.93        0.0000118
after global placement                3.52         0.000103
after detailed placement              3.52         0.000102
after CTS                             3.51         0.000103
after global routing                  3.34         0.000109
final                                 3.56         0.000101
Power figures rest on the tool's default switching activity, not on a simulated workload.
