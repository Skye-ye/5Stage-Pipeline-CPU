**./run.sh**
```bash
#!/bin/bash
# OpenROAD 26Q1-2900-gdf79404cd8, Yosys 0.63+post, stock flow scripts
make -C /OpenROAD-flow-scripts/flow DESIGN_CONFIG=/design/flow/config.mk WORK_HOME=/design/flow/orfs finish
```
**./config.mk**
```make
export PLATFORM = sky130hd
export DESIGN_NAME = csr
export DESIGN_NICKNAME = csr
export VERILOG_FILES = /design/flow/design.v
export SDC_FILE = /design/flow/constraint.sdc
export NUM_CORES = 4
export LEC_CHECK = 1
export CORE_UTILIZATION = 30
```
**./constraint.sdc**
```tcl
current_design csr

set clk_period 9.1
set clk_io_pct 0.2

create_clock -name clk0 -period $clk_period [get_ports {clk}]

set non_clock_inputs [all_inputs -no_clocks]
set_input_delay [expr $clk_period * $clk_io_pct] -clock clk0 $non_clock_inputs
set_output_delay [expr $clk_period * $clk_io_pct] -clock clk0 [all_outputs]
```
**./design.v**
```verilog
module csr(
    input        clk,
    input        reset,
    input        csr_write,         
    input        csr_read,          
    input [11:0] csr_addr,          
    input [31:0] csr_wdata,         
    input [2:0]  csr_op,            
    output reg [31:0] csr_rdata,    
    input        trap_taken,         
    input [31:0] trap_cause,         
    input [31:0] trap_pc,            
    input        mret_taken,         
    input        external_interrupt,   
    input        timer_interrupt,      
    output [31:0] mstatus,          
    output [31:0] mtvec,            
    output [31:0] mepc,             
    output [31:0] mcause,           
    output [31:0] mie,              
    output [31:0] mip,              
    output        global_int_enable  
);
    reg [31:0] csr_mstatus;
    reg [31:0] csr_mtvec;
    reg [31:0] csr_mepc;
    reg [31:0] csr_mcause;
    reg [31:0] csr_mie;
    reg [31:0] csr_mip;
    assign mstatus = csr_mstatus;
    assign mtvec = csr_mtvec;
    assign mepc = csr_mepc;
    assign mcause = csr_mcause;
    assign mie = csr_mie;
    assign mip = csr_mip;
    assign global_int_enable = csr_mstatus[3];
    always @(posedge clk or posedge reset) begin
        if (reset) begin
            csr_mstatus <= 32'h0;
            csr_mtvec   <= 32'h0;
            csr_mepc    <= 32'h0;
            csr_mcause  <= 32'h0;
            csr_mie     <= 32'h0;
            csr_mip     <= 32'h0;
        end else begin
            csr_mip[7] <= timer_interrupt;
            csr_mip[11] <= external_interrupt;
            if (trap_taken) begin
                csr_mstatus[7] <= csr_mstatus[3];
                csr_mstatus[3] <= 1'b0;  
                csr_mepc <= trap_pc;
                csr_mcause <= trap_cause;
            end
            if (mret_taken) begin
                csr_mstatus[3] <= csr_mstatus[7];
                csr_mstatus[7] <= 1'b1;  
            end
            if (csr_write) begin
                case (csr_addr)
                    12'h300: begin
                        case (csr_op)
                            3'b001: csr_mstatus <= csr_wdata;
                            3'b010: csr_mstatus <= csr_mstatus | csr_wdata;
                            3'b011: csr_mstatus <= csr_mstatus & ~csr_wdata;
                        endcase
                    end
                    12'h305: begin
                        case (csr_op)
                            3'b001: csr_mtvec <= csr_wdata;
                            3'b010: csr_mtvec <= csr_mtvec | csr_wdata;
                            3'b011: csr_mtvec <= csr_mtvec & ~csr_wdata;
                        endcase
                    end
                    12'h341: begin
                        case (csr_op)
                            3'b001: csr_mepc <= csr_wdata;
                            3'b010: csr_mepc <= csr_mepc | csr_wdata;
                            3'b011: csr_mepc <= csr_mepc & ~csr_wdata;
                        endcase
                    end
                    12'h342: begin
                        case (csr_op)
                            3'b001: csr_mcause <= csr_wdata;
                            3'b010: csr_mcause <= csr_mcause | csr_wdata;
                            3'b011: csr_mcause <= csr_mcause & ~csr_wdata;
                        endcase
                    end
                    12'h304: begin
                        case (csr_op)
                            3'b001: csr_mie <= csr_wdata;
                            3'b010: csr_mie <= csr_mie | csr_wdata;
                            3'b011: csr_mie <= csr_mie & ~csr_wdata;
                        endcase
                    end
                    12'h344: begin
                        case (csr_op)
                            3'b001: ;
                            3'b010: ;
                            3'b011: ;
                        endcase
                    end
                endcase
            end
        end
    end
    always @(*) begin
        csr_rdata = 32'h0;
        if (csr_read) begin
            case (csr_addr)
                12'h300: csr_rdata = csr_mstatus;
                12'h305:   csr_rdata = csr_mtvec;
                12'h341:    csr_rdata = csr_mepc;
                12'h342:  csr_rdata = csr_mcause;
                12'h304:     csr_rdata = csr_mie;
                12'h344:     csr_rdata = csr_mip;
                default:      csr_rdata = 32'h0;
            endcase
        end
    end
endmodule
```
==> flow_summary.json <==
{
  "wl_mm": 49.04,
  "finalMaxSlewViolations": 0,
  "grt_pass1_wl_mm": 72.36,
  "postSynthAreaPerCell_um2": 8.322,
  "cts_buffer_depth": 2,
  "fin_worst_skew_ns": 0.004703,
  "port_buffers": 313,
  "ys_types": 50,
  "grt_pass1_vias": 11160,
  "fp_util": 0.3044,
  "power.switching_uw": 553.9,
  "hold_class": "flop to flop",
  "internal_power_uw": 1318,
  "root_buffer": "clkbuf_16",
  "cp_max_fo": 19,
  "synth-edff-count": 0,
  "first_pass_iters": 6,
  "dr_total_vias": 11330,
  "cts_sinks": 162,
  "reg2regPathDepth": 4,
  "slew-limit-headroom": 0.4391,
  "core-area_um2": 36610,
  "finalSetupViolCount": 0,
  "crit_top_cell": "clkdlybuf4s50_1",
  "post_cts_buffers": 0,
  "status": "completed",
  "rsz0062_at_grt": "false",
  "powerDensity_nw_per_um2": 125.3,
  "clkTransAtPathRegs_ns": 0.06,
  "rows": 70,
  "io_pins": 344,
  "synthArstFlopShare": 1.000,
  "r2r-start": "csr_mstatus[3]",
  "vias_per_cell": 5.580,
  "wl_met3_mm": 4.369,
  "syn2layout_area_growth_pct": 34.04,
  "hpwlAfterDp_mm": 32.56,
  "cp.buffers_inverters": 3,
  "finalSetupTns_ns": 0,
  "ys_seq_share": 0.3638,
  "drc_errors": 0,
  "r2r_slack_ns": 8.05,
  "yosys_warnings": 1,
  "h-tree-depth": 4,
  "grt_max_degree": 66,
  "ctsHoldBuffers": 0,
  "cp-start-kind": "input pin",
  "min_period_ns": 6.837,
  "numSynthFlops": 162,
  "crit_slowest_cell": "nor3_1",
  "die_area_um2": 37920,
  "tightestPinTransition_ns": 0.8396,
  "placedInstanceArea_um2": 14350,
  "grt_overflow": 0,
  "hold_end": "csr_mstatus[30]",
  "hold_depth": 1,
  "route.met2.wl_mm": 22.56,
  "warnings": 25,
  "synth_area_um2": 11140,
  "ff_type": "dfrtp_1",
  "die_w_um": 194.7,
  "insertion_delay_ns": 0.43,
  "cts_tree": "done",
  "highest_layer": "met5",
  "gr-usage-all-layers": 0.2611,
  "power.leakage_uw": 0.006075,
  "period_used_share": 0.7513,
  "fmax_ghz": 0.1463,
  "wl_per_cell_um": 24.16,
  "grt_antenna_before_repair": 7,
  "ctsResizeCount": 0,
  "place_congestion": 0.8931,
  "cp-end-kind": "primary output",
  "cp.arrival_ns": 5.02,
  "die_y_um": 194.7,
  "crit_path_max_incr_delay_ns": 0.65,
  "worstHoldStart": "csr_mstatus[30]",
  "p_clk_frac": 0.390,
  "num-fill-cells": 3583,
  "r2r-end": "csr_mstatus[3]",
  "p_sw_frac": 0.2960,
  "drtIter0Drc": 825,
  "cp.required_ns": 7.28,
  "ant_nets": 0,
  "fin_area_um2": 14940,
  "netlist_instances": 1339,
  "max-vdd-ir-drop_uv": 133.3,
  "path_class": "input pin to primary output",
  "finalHoldViolations": 0,
  "ys_area_um2": 11140,
  "combinationalPowerShare": 0.187,
  "drive_above_1_share": 0.07524,
  "cap_violations": 0,
  "pwr-share-seq": 0.423,
  "cts_buffers": 17,
  "wl_met1_mm": 20.71,
  "cp_top_family": "buffers and inverters",
  "ys_cells": 1339,
  "worstPathCellList": "clkdlybuf4s50_1 > nand2b_2 > buf_4 > nor3_1 > a32oi_1 > a21oi_1 > clkdlybuf4s50_1"
}
## synth_stat cells, types with 9 or more instances
cell type,instances,area share
inv_1,122,0.041
dfrtp_1,162,0.36
clkbuf_1,122,0.041
nor4_1,25,0.014
o21ai_0,116,0.052
nand2_1,51,0.017
o31ai_1,9,0.0061
a22oi_1,70,0.047
nor3_1,26,0.012
a21oi_1,103,0.046
mux2_2,28,0.028
buf_2,22,0.0099
a41oi_1,31,0.024
mux2i_1,67,0.060
a22o_1,32,0.025
buf_4,38,0.026
nand3b_1,88,0.059
o22ai_1,89,0.050
nand2b_1,36,0.020
nor2_1,38,0.013
## power by group through the flow
stage / registers, µW / clock network (µW) / logic (µW)
after CTS: 792 / 736 / 350
after global routing: 797 / 766 / 383
final: 792 / 729 / 350
## through the flow
stage          hold WS [ns]    util  total power [µW]  cells  worst slack (ns)
5_1_grt              0.5624  0.4079              1947   2029             2.144
6_report             0.5364  0.4080              1871   2030             2.263
3_5_place_dp         0.5162  0.3920              1154   1991             2.270
2_1_floorplan        0.4620       -             978.3   1368             2.903
3_3_place_gp         0.5052  0.3920              1152   1991             2.258
4_1_cts              0.5387  0.4075              1878   2023             2.268
## cell type report
class                   count  area, µm²  share of cell area
multi-input cells         895       5912              0.3958
inverters                 122      462.9             0.03099
flip-flops and latches    162       4054              0.2714
repair buffers            344       3336              0.2233
clock inverters            12      122.6            0.008209
clock buffers              20      446.7             0.02990
well taps                 468      585.6             0.03920
diodes                      7      17.52            0.001173
## metal layers
| metal | up-vias | track usage |
|---|---|---|
| li1 | 5203 | - |
| met1 | 5437 | 0.3650 |
| met2 | 617 | 0.4025 |
| met3 | 66 | 0.06775 |
| met4 | 4 | 0.07613 |
| met5 | - | 0.01405 |
## placed cells by master (no fill, tap or decap), types with 5 or more instances in the layout
cell / instances
nand2b_1: 34
a21oi_1: 103
diode_2: 7
inv_1: 121
clkbuf_16: 17
a41oi_1: 31
nand3_1: 5
nor4_1: 25
a22oi_1: 70
o21ai_1: 7
nor3_1: 26
a22o_1: 32
nor4b_1: 5
o21ai_0: 116
nor2_1: 36
nand2_1: 51
o31ai_1: 9
mux2_2: 28
nor2b_1: 5
o22ai_1: 89
buf_2: 5
inv_6: 5
nand3b_1: 88
buf_4: 33
mux2i_1: 67
dfrtp_1: 162
conb_1: 30
clkdlybuf4s50_1: 306
## flip-flops by register name, summed over array words and instances (netlist names)
signal / count
csr_mepc: 32
csr_mie: 32
csr_mstatus: 32
mip: 2
csr_mcause: 32
csr_mtvec: 32
## worst max-delay path by stage
stage,startpoint,endpoint,slack (ns),depth (start not counted)
6_report,csr_addr[6],csr_rdata[23],2.26,7
5_1_grt,csr_addr[6],csr_rdata[7],2.14,7
4_1_cts,csr_addr[6],csr_rdata[23],2.27,7
## cells by family after synthesis
| logic type | after synthesis | synth area share |
|---|---|---|
| AND-OR/OR-AND | 466 | 0.2609 |
| buffers and inverters | 311 | 0.1222 |
| AND/OR/NAND/NOR | 304 | 0.1643 |
| flip-flops | 162 | 0.3638 |
| multiplexers | 95 | 0.08848 |
| other | 1 | 0.0003365 |
Power is estimated from default activity; no workload was simulated.
