**flow/constraint.sdc**
```tcl
current_design MULTI_CH32

set clk_period 6.3
set clk_io_pct 0.2

create_clock -name clk0 -period $clk_period [get_ports {clk}]

set non_clock_inputs [all_inputs -no_clocks]
set_input_delay [expr $clk_period * $clk_io_pct] -clock clk0 $non_clock_inputs
set_output_delay [expr $clk_period * $clk_io_pct] -clock clk0 [all_outputs]
```
**flow/config.mk**
```make
export PLATFORM = sky130hd
export DESIGN_NAME = MULTI_CH32
export DESIGN_NICKNAME = MULTI_CH32
export VERILOG_FILES = /design/flow/design.v
export SDC_FILE = /design/flow/constraint.sdc
export NUM_CORES = 4
export LEC_CHECK = 1
export CORE_AREA = 10 10 194 194
export DIE_AREA = 0 0 204 204
```
**flow/run.sh**
```bash
#!/bin/bash
# OpenROAD 26Q1-2900-gdf79404cd8, Yosys 0.63+post, stock flow scripts
make -C /OpenROAD-flow-scripts/flow DESIGN_CONFIG=/design/flow/config.mk WORK_HOME=/design/flow/orfs finish
```
**flow/design.v**
```verilog
`timescale 1ns / 1ps
module MULTI_CH32(
    input  wire        clk,         
    input  wire        rst,         
    input  wire        EN,          
    input  wire [5:0]  ctrl,        
    input  wire [31:0] Data0,       
    input  wire [31:0] data1,       
    input  wire [31:0] data2,       
    input  wire [31:0] data3,       
    input  wire [31:0] data4,       
    input  wire [31:0] data5,       
    input  wire [31:0] data6,       
    input  wire [31:0] data7,       
    input  wire [31:0] data8,       
    input  wire [31:0] reg_data,    
    input  wire [63:0] uart_data,   
    output reg  [31:0] seg7_data,   
    output wire [63:0] seg7_ascii_data,  
    output wire        ascii_mode   
);
    reg [31:0] disp_data = 32'hAA5555AA;  
    assign seg7_ascii_data = uart_data;
    assign ascii_mode = (ctrl[5:3] == 3'b001);
    always @(*) begin
        casex (ctrl)  
            6'b000000: seg7_data = disp_data;         
            6'b000001: seg7_data = data1;             
            6'b000010: seg7_data = data2;             
            6'b000011: seg7_data = data3;             
            6'b000100: seg7_data = data4;             
            6'b000101: seg7_data = data5;             
            6'b000110: seg7_data = data6;             
            6'b000111: seg7_data = data7;             
            6'b001xxx: seg7_data = 32'h00000000;      
            6'b010000: seg7_data = data8;             
            6'b010001: seg7_data = 32'h00000000;      
            6'b010010: seg7_data = 32'h00000000;      
            6'b010011: seg7_data = 32'h00000000;      
            6'b010100: seg7_data = 32'h00000000;      
            6'b010101: seg7_data = 32'h00000000;      
            6'b010110: seg7_data = 32'h00000000;      
            6'b010111: seg7_data = 32'h00000000;      
            6'b011xxx: seg7_data = 32'hFFFFFFFF;      
            6'b10xxxx: seg7_data = reg_data;          
            default:   seg7_data = 32'h00000000;      
        endcase
    end
    always @(posedge clk or posedge rst) begin
        if (rst) begin
            disp_data <= 32'hAA5555AA;               
        end else begin
            if (EN) begin
                disp_data <= Data0;                   
            end
        end
    end
endmodule
```
==> GITHUB_STEP_SUMMARY <==
### Flow metrics

| Metric | Value |
|---|---|
| Status | `completed` |
| Gr usage total | `0.144` |
| Register share after synthesis | `0.192` |
| First-pass GRT wire length | `around 42,000 um` |
| Top Registers | `disp_data (32)` |
| Synth top area cells | `mux4_2, mux2_2, buf_4` |
| Buf/Inv on CP | `3` |
| Tool Warnings | `25` |
| GPL Wtd Cong | `0.906` |
| Post-synth EDFFs | `0` |
| Fin worst setup slack | `around 0.98 ns` |
| Hold_buf cts | `0` |
| Die height | `204 um` |
| Crit-path most repeated cell | `clkdlybuf4s50_1` |
| Clock tree buffer depth | `2` |
| Final setup fails | `0` |
| PortBufs | `around 360` |
| CP required | `5.04 ns` |
| Internal Pwr Total | `a little under 0.0007 W` |
| Yosys top cell by area | `mux4_2` |
| Vias per Instance | `about 4.2` |
| Switch share | `0.295` |
| Place WS | `about 0.98 ns` |
| Ys async rst share | `1.00` |
| DPL Wire Length | `about 26,000 um` |
| Setup CP Type | `primary input to primary output` |
| FMAX | `around 190 MHz` |
| VDD IR max | `a little over 0.08 mV` |
| Total CTS buffers | `5` |
| Top delay family on crit path | `simple AND/OR/NAND/NOR gates` |
| Clk ins delay skew pair | `between 0.2 and 0.3 ns` |
| Most flop-heavy register | `disp_data` |
| WP depth | `7` |
| Post-CTS Resized | `0` |
| DRT iter0 DRCs | `roughly 240` |
| Clock-pin slew on the worst setup and hold paths | `approximately 0.070 ns` |
| Routed WL | `between 30,000 and 40,000 um` |
| Antenna viol nets, final | `0` |
| H-tree depth | `2` |
| Max cap viols | `0` |
| Vias in the first global route | `between 5,000 and 6,000` |
| Post-CTS Setup Bufs | `0` |
| Final count of hold timing violations | `0` |
| Antenna violations before repair | `8` |
| Clk pwr share | `0.277` |
| Drt first pass iters | `4` |
| FF+latch count, synth | `32` |
| Sw Pwr | `around 0.00029 W` |
| Leak Pwr | `2.90 nW` |
| Critical Path End Type | `primary output` |
| Max FFs per register | `32` |
| Drt drc | `0` |
| Critical-path cell list | `clkdlybuf4s50_1 -> buf_4 -> or2_1 -> or3_1 -> o22a_1 -> o211ai_1 -> clkdlybuf4s50_1` |
| Yosys Chip Area | `between 4000 and 5000 sq um` |
| Cell count of the worst hold path | `1` |
| Via count | `around 5,000` |
| Placement row count | `between 60 and 70` |
| Worst Path Arrival | `4.06 ns` |
| Startpoint class of the critical path | `primary input` |
| Comb power frac | `0.473` |
| Syn. warnings | `1` |
| CP max stage cell | `or3_1` |
| Period utilization | `0.844` |
| Chip width | `~200 um` |
| Max-slew violation count | `0` |
| Post-synth top cells | `buf_4, mux2_2, mux4_2` |
| Yosys cell count | `436` |
| Grt total ovfl | `0` |
| CP max stage delay | `0.68 ns` |
| Cell Type Count | `just over 50` |
| Mapped Area | `around 4300 sq um` |
| Core Box Area | `approximately 33,000 sq um` |
| Area leader share | `0.142` |
| Gate Count Post-Synth | `436` |
| Main synth FF type | `dfstp_2` |
| Worst Skew | `0 ns` |
| TritonCTS clock tree | `built` |
| Worst slew pin tran | `0.734 ns` |
| Clock sink count | `32` |
| Largest net degree at the start of global routing | `37` |
| Register-to-Register Path Depth | `1` |
| Critical path peak fanout | `14` |
| RSZ-0062 raised after global routing | `no` |
| Layout cells sized above 1 | `0.188` |
| Total power divided by cell area | `approximately 120 nW/um^2` |
| Count leader, synth | `buf_4` |
| Worst Hold Class | `register to register` |
| CTS Root Cell | `clkbuf_16` |
| Syn avg cell area | `9.82 sq um` |
| I/O pin total | `just under 500` |
| Reg power frac | `0.251` |
| WL/cell | `~26 um` |
| Tmin final | `about 5.3 ns` |
| Die area | `41,600 sq um` |
| Setup tns final | `0 ns` |
| FP Util | `0.128` |
| P&R area growth vs syn | `88.6%` |
| Max-slew headroom | `0.503` |
cell type report:
cell class | instances | area, sq um
antenna | 3 | 7.51
clock buffer | 6 | 129
clock inverter | 2 | 16.3
fill | 3545 | 25400
inverter | 2 | 7.51
multi-input combinational | 297 | 2780
sequential | 32 | 821
tap | 448 | 561
timing repair buffer | 381 | 3750
cell families after synthesis:
logic type / synth area share
compound gates: 0.212
buf+inv: 0.165
mux: 0.330
simple gates: 0.101
flops: 0.192
worst paths after layout:
path,from,endpoint,slack (ns)
hold / removal,disp_data[4],disp_data[4],0.51
hold reg to reg,disp_data[4],disp_data[4],0.51
setup reg to reg,disp_data[11],disp_data[11],5.50
max in group asynchronous,rst,disp_data[20],4.50
setup / recovery,ctrl[4],seg7_data[28],0.98
min in group asynchronous,rst,disp_data[11],1.40
cell usage in the layout, fill, tap and decap left out, types with 2 or more instances in the layout:
cell	count
clkbuf_16	5
nand4_1	3
dfrtp_1	16
mux4_2	27
nor3_1	2
or4_1	2
a22oi_1	24
a22o_1	6
inv_2	2
a31oi_1	2
nand2_1	17
a21o_1	12
nor4_4	2
o21ai_0	5
a21oi_1	15
a221o_1	9
nor2_1	15
clkdlybuf4s50_1	358
mux2i_1	23
nor2b_1	2
nor4_1	5
a221oi_1	25
nor2_2	2
mux2_2	50
diode_2	3
buf_4	22
o211ai_1	14
dfstp_2	16
nand3_1	12
power groups by stage:
stage | registers, W | clock network, W | logic, W
4_1_cts | 0.000246 | 0.000282 | 0.000472
5_1_grt | 0.000249 | 0.000288 | 0.000498
6_report | 0.000246 | 0.000271 | 0.000463
through the flow:
stage,area (sq um),std cells,hold slack (ns),util,total power (W)
6_report,8080,1171,0.509,0.241,0.000980
5_1_grt,8070,1169,0.532,0.241,0.00104
4_1_cts,8070,1168,0.511,0.241,0.00100
3_5_place_dp,7920,1160,0.496,0.237,0.000719
3_3_place_gp,7920,1160,0.489,0.237,0.000718
2_1_floorplan,4280,436,0.476,-,0.000426
metal layers:
layer,global-route usage,vias to the layer above,routed length [um]
met5,0,-,74
met4,0.0320,10,822
met3,0.0466,58,2450
met2,0.235,234,14800
met1,0.184,2363,12800
li1,-,2232,-
Power and IR drop assume default switching activity.
